===== ./run.sh =====
#!/bin/bash
# OpenROAD 26Q1-2900-gdf79404cd8, Yosys 0.63+post, stock flow scripts
make -C /OpenROAD-flow-scripts/flow DESIGN_CONFIG=/design/flow/config.mk WORK_HOME=/design/flow/orfs finish

===== ./config.mk =====
export PLATFORM = sky130hd
export DESIGN_NAME = count
export DESIGN_NICKNAME = count
export VERILOG_FILES = /design/flow/design.v
export SDC_FILE = /design/flow/constraint.sdc
export NUM_CORES = 4
export LEC_CHECK = 1
export CORE_AREA = 10 10 107 107
export DIE_AREA = 0 0 117 117

===== ./constraint.sdc =====
current_design count

set clk_period 4.8
set clk_io_pct 0.2

create_clock -name clk0 -period $clk_period [get_ports {CLOCK}]

set non_clock_inputs [all_inputs -no_clocks]
set_input_delay [expr $clk_period * $clk_io_pct] -clock clk0 $non_clock_inputs
set_output_delay [expr $clk_period * $clk_io_pct] -clock clk0 [all_outputs]

===== ./design.v =====
`timescale 1ns / 1ps
module count(
    input UP,
    input DOWN,
    input RESET,
    input CLOCK,
     output reg [3:0] LEDS
    );
	reg [31:0] clkCount = 0;
	reg clk = 0;
	always @(posedge CLOCK) begin
		if(clkCount == 100000000) begin	 
			clkCount <= 0;
			clk <= ~clk;
		end
		else clkCount <= clkCount + 1;
	end
	reg [3:0] count = 4'b0000;	
	always @(posedge clk) begin
		if (RESET) count <= 0;
		else if(UP) begin
			if(count == 4'b1111) begin
				count <= 4'b0000;
			end
			else begin
				count <= count + 1;
			end
		end
		else if (DOWN) begin
			if(count == 4'b0000) begin
				count <= 4'b1111;
			end
			else begin
				count <= count - 1;
			end
		end
		else count <= count;
		LEDS[3] <= count [0];
		LEDS[2] <= count [1];
		LEDS[1] <= count [2];
		LEDS[0] <= count [3];
	end
endmodule

==> run summary <==
DP HPWL - 2500 um
final-layout fill cell count - 993
Vias/cell - 4.57
Largest logic family - simple AND/OR/NAND/NOR gates
Max Cap Violations - 0
OpenROAD warning count - 27
total number of vias - 1,470
Iter 0 DRT Violations - 87
Top area cell types - dfxtp_1, xor2_1, xnor2_1, nand4_1, a21oi_1
Top-Level Pins - 8
initial antenna violation count - 0
XOR Share, Synth - 0.0954
Routed WL - 3470 um
clock root cell - clkbuf_8
final setup vio count - 0
count of input and output buffers - 7
register share after synthesis - 0.431
fa+ha+maj area frac - 0.0260
final instance area - 2170 um2
Largest type area fraction - 0.415
clock buffer count from CTS - 5
# Post-CTS Setup Buffers - 0
share of cells above drive strength 1 - 0.0711
Setup crit end kind - flip-flop
Chip Area, Yosys - 1930 um2
Mapped Cells - 204
CP Launch Type - flip-flop
RSZ-0062 raised after global routing - false
endpoints left unconstrained - 12
Tot Pwr - 0.478 mW
vias in the first global route - 1,284
row cnt - 35
clock buffer depth - 2
Setup Total Neg Slack - 0 ns
fp util - 0.210
Worst Path Max Fanout - 15
post-CTS resize count - 0
flip-flops with a built-in enable - 1
Post-synth top flop - dfxtp_1
post-synth cell types - 45
largest net degree at the start of global routing - 21
drt drc - 0
Final GP Congestion - 0.802
P per Cell Area - 220 nW/um2
gr ovfl total - 0
Die X - 117 um
Die Ht - 117 um
clk slew on worst S/H paths - 0.06 ns
Setup WS pre-CTS - 2.85 ns
Cell Area, Placed - 2090 um2
Hold Path Class - reg2reg
Yosys Instances - 204
fin crit share - 0.406
1st-pass router iterations - 4
Avg Inst Size Synth - 9.45 um2
Final Max Tran Viols - 0
Global Route Usage Sum - 0.0513
top cells by count, synth - dfxtp_1, nor2_1, nand2_1, xor2_1
Lkg Pwr - 0.803 nW
CP Data Required Time - 5.01 ns
Inserted Diodes - 0
Async S/R FF share, synth - 0
die area - 13,700 um2
post-route insts no fill - 322
Post-Route Skew - 0.00566 ns
Cells after DPL - 314
Final Critical Period - 1.95 ns
Mapped Area - 1930 um2
H-tree levels - 2
Max-slew headroom - 0.676
first-pass GRT wire length - 5890 um
CP arrival - 2.16 ns
register pins left without a clock - 8
WL per Instance - 10.8 um
most common cell in the synthesized netlist - dfxtp_1
hold_buf cts - 0
Simple Share, Synth - 0.289
final hold vios - 0
Sequential Area - 831 um2
synthesis-to-layout area growth - 12.7%
Compound Share, Synth - 0.0863
Post-DRT Antenna Nets - 0
Final WS setup - 2.85 ns
clk ins delay skew pair - 0.28 ns
CTS tree - yes
Core ar. - 9200 um2
Ys Warns - 1
Registers, synthesis - 41
Crit Path Class - reg2reg
achievable clock frequency - 513 MHz
area fraction in mux cells - 0.0273
Slew @ Worst Pin - 0.485 ns
Max VDD drop - 112 uV
Comb area - 1010 um2
leading area contributor after synthesis - dfxtp_1
outcome - finished clean
-- cell families (layout without fill, tap and decap cells) --
kind of cell / count (synthesis) / count (layout)
adder cells (fa/ha/maj): 4 / 4
XOR/XNOR: 21 / 21
flip-flops: 41 / 41
AND-OR/OR-AND: 26 / 26
buffers and inverters: 18 / 25
multiplexers: 4 / 4
AND/OR/NAND/NOR: 90 / 90
-- worst max-delay path: stages, from the launching register on --
cell,delay [ns]
dfxtp_1,0.39
ha_1,0.20
and3_1,0.24
nand2_1,0.32
or4_1,0.59
a21oi_1,0.14
-- final timing paths --
check         startpoint            to  slack, ns  cells after the start
max          clkCount[0]  clkCount[26]       2.85                      5
min          clkCount[0]   clkCount[0]       0.47                      1
max reg2reg  clkCount[0]  clkCount[26]       2.85                      5
min reg2reg  clkCount[0]   clkCount[0]       0.47                      1
-- final cells by class --
type                            instances  area share
Timing Repair Buffer                    8      0.0357
Clock buffer                            8      0.0369
Sequential cell                        41       0.382
Multi-Input combinational cell        145       0.465
Tap cell                              111      0.0639
Inverter                                9      0.0156
-- metal layers --
| layer | wire length [um] | GRT usage |
|---|---|---|
| met2 | 1440 | 0.0754 |
| met5 | 0 | 0 |
| met3 | 177 | 0.0124 |
| met4 | 18 | 0.00494 |
| met1 | 1830 | 0.0776 |
-- state kept, by name (all words and copies together), names as in the netlist --
register  cells
clk           1
count         4
LEDS          4
clkCount     32
-- placed cells by master, fill, tap and decap left out, types with 4 or more instances in the layout --
cell type,count
a21oi_1,10
xnor2_1,10
nor4_1,7
nand2_1,11
nand3_1,10
xor2_1,11
o21ai_0,5
clkdlybuf4s50_1,7
ha_1,4
or3_1,6
inv_1,9
clkbuf_8,5
nor2_1,13
dfxtp_1,40
nand4_1,9
and4_1,4
nor3_1,4
-- report_power, final --
part / internal (mW) / leakage (nW) / switching (mW)
clock network: 0.103 / 0.0395 / 0.0917
registers: 0.275 / 0.335 / 0
logic: 0.00441 / 0.428 / 0.00342
-- through the flow --
step                 util  hold slack (ns)
floorplan               -            0.437
global placement    0.227            0.457
detailed placement  0.227            0.467
CTS                 0.236            0.482
global route        0.236            0.513
finish              0.236            0.475
Power figures rest on the tool's default switching activity, not on a simulated workload.
