### flow/run.sh
#!/bin/bash
# OpenROAD 26Q1-2900-gdf79404cd8, Yosys 0.63+post, stock flow scripts
make -C /OpenROAD-flow-scripts/flow DESIGN_CONFIG=/design/flow/config.mk WORK_HOME=/design/flow/orfs finish
### flow/config.mk
export PLATFORM = sky130hd
export DESIGN_NAME = jackpot
export DESIGN_NICKNAME = jackpot
export VERILOG_FILES = /design/flow/design.v
export SDC_FILE = /design/flow/constraint.sdc
export NUM_CORES = 4
export LEC_CHECK = 1
export CORE_UTILIZATION = 40
### flow/constraint.sdc
current_design jackpot

set clk_period 3.0
set clk_io_pct 0.2

create_clock -name clk0 -period $clk_period [get_ports {CLOCK}]

set non_clock_inputs [all_inputs -no_clocks]
set_input_delay [expr $clk_period * $clk_io_pct] -clock clk0 $non_clock_inputs
set_output_delay [expr $clk_period * $clk_io_pct] -clock clk0 [all_outputs]
### flow/design.v
`timescale 1ns / 1ps
module jackpot(
    output reg [3:0] LEDS,
    input CLOCK,
    input [3:0] SWITCHES
    );
reg clk;
reg [31:0] peak;
reg [3:0] state;
initial begin
clk <= 0;
peak <= 0;
state <= 1;
end
always @(posedge CLOCK) begin
	if(peak <= 32'd5000000) begin 
		peak <= peak + 1;							 
		clk <= clk;									
		end
	else begin
		peak <= 0;
		clk <= ~clk;								 
		end
end
always @(posedge clk) begin
case(state)
	1: 
	begin
		LEDS[3:0] <= 4'b0001;					 
		if(SWITCHES[3:0] == 4'b0001) begin	 
			state <= 5;
		end
		else begin
			state <= 2;								 
		end
	end
	2: 
	begin
		LEDS[3:0] <= 4'b0010;
		if(SWITCHES[3:0] == 4'b0010) begin
			state <= 5;
		end
		else begin
			state <= 3;
		end
	end
	3: 
	begin
		LEDS[3:0] <= 4'b0100;
		if(SWITCHES[3:0] == 4'b0100) begin
			state <= 5;
		end
		else begin
			state <= 4;
		end
	end
	4: 
	begin
		LEDS[3:0] <= 4'b1000;
		if(SWITCHES[3:0] == 4'b1000) begin
			state <= 5;
		end
		else begin
			state <= 1;
		end
	end
	5: 												 
	begin
		LEDS[3:0] <= 4'b1111;
		if(SWITCHES[3:0] == 4'b0000) begin	 
			state <= 1;
		end
	end
endcase
end
endmodule
==> impl_metrics.env <==
# physical design summary
export IMPL_status="finished clean"
export IMPL_htreeDepth=2
export IMPL_n_antenna_cell=0
export IMPL_grt_pass1_wl_um=5620
export IMPL_clk_pin_slew_ns=0.07
export IMPL_grt_pass1_vias=1272
export IMPL_root_buffer="clkbuf_8"
export IMPL_portBuffers=8
export IMPL_vias=1313
export IMPL_switching_power_uw=180
export IMPL_ys_cells=176
export IMPL_synth_flops=40
export IMPL_fin_crit_sh_pct=76.7
export IMPL_wl_um=3090
export IMPL_setup_tns_ns=0
export IMPL_clkPwrFrac_pct=46.2
export IMPL_slew_headroom_pct=56.6
export IMPL_nFillCells=382
export IMPL_ctsLongestPathBuffers=2
export IMPL_routabilityCongestion=0.808
export IMPL_min_path_type="flop to flop"
export IMPL_vias_per_cell=5.23
export IMPL_syn2layout_area_growth_pct=14.4
export IMPL_top_area_share_pct=34.8
export IMPL_layout_setup_ws_ns=0.700
export IMPL_period_minus_slack_ns=2.30
export IMPL_hold_viol_final=0
export IMPL_drv_slew=0
export IMPL_dp_hpwl_um=2230
export IMPL_grt_max_degree=15
export IMPL_maxCapViolCount=0
export IMPL_fp_utilization_pct=42.0
export IMPL_cp_required_ns=3.05
export IMPL_crit_path_start_kind="flop"
export IMPL_p_int_uw=715
export IMPL_antenna_found_initial=0
export IMPL_ys_area_sq_um=1840
export IMPL_syn_inst=176
export IMPL_top_cells_by_area="dfxtp_1 35%, edfxtp_1 13%, a21oi_2 9.5%, xor2_1 7.1%, nand3_1 3.8%"
export IMPL_p_comb_share_pct=2.5
export IMPL_post_cts_buffers=0
export IMPL_worst_clock_skew_ns=0.00593
export IMPL_core_area_sq_um=4380
export IMPL_fp_dieH_um=69.8
export IMPL_cts_resized_gates=0
export IMPL_numCtsBuffers=5
export IMPL_path_max_fanout=14
export IMPL_yosysWarnings=1
export IMPL_p_leak_nw=0.701
export IMPL_worstSetupPathType="flop to flop"
export IMPL_ys_types=41
export IMPL_drc_errors=0
export IMPL_ant_nets=0
export IMPL_warnings=26
export IMPL_worst_pin_slew_ns=0.644
export IMPL_seqPwrFrac_pct=51.3
export IMPL_ys_seq_share_pct=47.9
export IMPL_insertion_delay_ns=0.28
export IMPL_cts_tree="yes"
export IMPL_post_drt_wl_per_cell_um=12.3
export IMPL_cp_end_kind="flop"
export IMPL_rows=24
export IMPL_irDropWorstVdd_mv=0.379
export IMPL_hold_buffers=0
export IMPL_synth_avg_cell_area_sq_um=10.5
export IMPL_drive_gt1_share_pct=17.1
export IMPL_chipArea_sq_um=4880
export IMPL_arrival_ns=2.35
export IMPL_power_density_nw_per_um2=425
export IMPL_fmax_ghz=0.435
export IMPL_dpl_worst_slack_ns=0.713
export IMPL_grt_usage_pct=14.4
export IMPL_rsz0062_at_grt="no"
export IMPL_power_share_switching_pct=20.1
export IMPL_setup_violations_final=0
export IMPL_num_io_pins=9
export IMPL_synth_cell_area_sq_um=1840
export IMPL_unclocked_regs=7
export IMPL_top_area_cell="dfxtp_1"
export IMPL_die_w_um=69.8
export IMPL_drt_pass1_iter_count=4
export IMPL_initialDrtViolationCount=86
export IMPL_unconstrained_endpoints=18
export IMPL_grt_overflow=0
[flip-flops by register name, indices dropped and copies added (netlist names)]
| register | count |
|---|---|
| clk | 1 |
| peak | 32 |
| state | 3 |
| LEDS | 4 |
[per-stage QoR]
stage	utilization, %	cell area [sq um]	instances	power (mW)	hold slack [ns]
after floorplan	-	1870	184	0.479	0.452
final	48.0	2110	251	0.895	0.502
after CTS	48.0	2110	251	0.905	0.505
after global placement	45.4	1990	243	0.491	0.469
after detailed placement	45.4	1990	243	0.492	0.486
after global routing	48.0	2110	251	0.929	0.543
[layout make-up]
class	count	area (sq um)	area share (%)
clock buffer	5	68.8	3.27
tap	52	65.1	3.09
timing repair buffer	13	118	5.59
inverter	7	26.3	1.25
sequential	40	881	41.8
clock inverter	3	46.3	2.20
multi-input combinational	131	901	42.8
[routing by layer]
metal / global-route usage, % / vias to the layer above / wire, um
met5: 0 / - / 0
met4: 1.78 / 0 / 33
met3: 3.10 / 4 / 149
met2: 20.8 / 27 / 1360
met1: 24.0 / 611 / 1550
li1: - / 671 / -
[cell usage after synthesis]
| library cell | count |
|---|---|
| a41oi_1 | 1 |
| nand3b_1 | 1 |
| and4_1 | 2 |
| edfxtp_1 | 8 |
| a21boi_0 | 2 |
| o21a_1 | 1 |
| ha_1 | 3 |
| o31a_1 | 1 |
| o21ai_0 | 3 |
| a21boi_1 | 1 |
| and2_1 | 2 |
| or4_1 | 1 |
| a21oi_1 | 4 |
| or3_1 | 1 |
| o211a_1 | 1 |
| inv_1 | 7 |
| nand4_1 | 5 |
| nor4b_1 | 3 |
| o2111ai_1 | 1 |
| a21oi_2 | 20 |
| a211o_1 | 1 |
| o31ai_1 | 1 |
| nor3_1 | 2 |
| nand2_1 | 9 |
| nor4_1 | 4 |
| nor2_1 | 9 |
| nor2b_1 | 1 |
| xor2_1 | 15 |
| nand3_1 | 14 |
| and3_1 | 3 |
| buf_6 | 1 |
| buf_1 | 2 |
| clkbuf_1 | 1 |
| and4bb_1 | 1 |
| buf_12 | 2 |
| xnor2_1 | 6 |
| dfxtp_1 | 32 |
| a2111oi_2 | 1 |
| o41ai_1 | 1 |
| or4b_1 | 1 |
| conb_1 | 1 |
[placed cells by master, fill, tap and decap left out, types with 3 or more instances in the layout]
master	Yosys	final
a21oi_1	4	4
a21oi_2	20	20
and3_1	3	3
buf_4	0	5
clkbuf_8	0	5
clkdlybuf4s50_1	0	8
conb_1	1	9
dfxtp_1	32	32
edfxtp_1	8	8
ha_1	3	3
inv_1	7	7
nand2_1	9	9
nand3_1	14	14
nand4_1	5	5
nor2_1	9	9
nor4_1	4	4
nor4b_1	3	3
o21ai_0	3	3
xnor2_1	6	6
xor2_1	15	15
[critical path, stage by stage, from the launching register on]
cell       delay, ns
dfxtp_1         0.35
a211o_1         0.31
a2111oi_2       0.34
a21oi_1         0.11
or4b_1          0.54
buf_4           0.24
and2_1          0.16
[kinds of logic (layout without fill, tap and decap cells)]
logic type	count (synthesis)	after routing	share of synthesized area, %
simple gates	59	59	17.9
other cells	1	9	0.204
xor+xnor	21	21	9.99
flops	40	40	47.9
buf+inv	13	28	4.83
fa+ha+maj	3	3	2.04
compound gates	39	39	17.2
[power by group through the flow]
stage	registers, mW	logic [mW]	clock network (mW)
after CTS	0.459	0.0229	0.423
after global routing	0.460	0.0262	0.442
final	0.459	0.0226	0.413
[final timing paths]
kind	from	cells after the start	slack [ns]	to
hold reg to reg	peak[0]	1	0.50	peak[0]
setup / recovery	peak[10]	6	0.70	clk
hold / removal	peak[0]	1	0.50	peak[0]
setup reg to reg	peak[10]	6	0.70	clk
Power is estimated from default activity; no workload was simulated.
